==> design/flow/design.v <==
module csr(
	input wire clk,
	input wire [31:0]pc,
	input  wire[11:0] craddr,
	output wire[31:0] crdata,
	input wire cwen,
	input wire [11:0] cwaddr,
	input wire [31:0] cwdata,
	input wire is_ecall
);
reg [31:0]mepc;
reg [31:0]mcause;
reg [31:0]mstatus;
reg [31:0]mtvec;
assign crdata = (craddr == 12'h300) ? mstatus  :
				(craddr == 12'h305) ? mtvec :
				(craddr == 12'h341) ? mepc  :
				(craddr == 12'h342) ? mcause:
				32'b0;
always @(posedge clk)begin
	if(cwen)begin
		case(cwaddr)
			12'h300: mstatus <= cwdata;
			12'h305: mtvec   <= cwdata;
			12'h341: mepc    <= cwdata;
			12'h342: mcause  <= cwdata;
			default: ;
		endcase
	end
	if(is_ecall)begin
		mepc   <= pc;
		mcause <= 32'hb;
	end
end
endmodule
==> design/flow/run.sh <==
#!/bin/bash
# OpenROAD 26Q1-2900-gdf79404cd8, Yosys 0.63+post, stock flow scripts
make -C /OpenROAD-flow-scripts/flow DESIGN_CONFIG=/design/flow/config.mk WORK_HOME=/design/flow/orfs finish
==> design/flow/config.mk <==
export PLATFORM = sky130hd
export DESIGN_NAME = csr
export DESIGN_NICKNAME = csr
export VERILOG_FILES = /design/flow/design.v
export SDC_FILE = /design/flow/constraint.sdc
export NUM_CORES = 4
export LEC_CHECK = 1
export CORE_UTILIZATION = 50
==> design/flow/constraint.sdc <==
current_design csr

set clk_period 11.1
set clk_io_pct 0.2

create_clock -name clk0 -period $clk_period [get_ports {clk}]

set non_clock_inputs [all_inputs -no_clocks]
set_input_delay [expr $clk_period * $clk_io_pct] -clock clk0 $non_clock_inputs
set_output_delay [expr $clk_period * $clk_io_pct] -clock clk0 [all_outputs]
==> results.sh <==
# physical design summary
export IMPL_grt_pass1_vias=4726
export IMPL_stage_log_warnings=26
export IMPL_finalHoldViolCount=0
export IMPL_synthesis_yosys_warnings=1
export IMPL_reg2reg_setup_slack_ns=10.39
export IMPL_gp_congestion=0.790
export IMPL_top_cell_area_share_pct=50.3
export IMPL_reg2regPathDepth=2
export IMPL_post_route_total_power_mw=1.18
export IMPL_yosys_area_top_type="sky130_fd_sc_hd__edfxtp_1"
export IMPL_clock_sinks=128
export IMPL_grt_start_max_net_pins=59
export IMPL_cts_post_setup_buffers_inserted=0
export IMPL_timing_critical_path_slowest_cell_delay_ns=0.69
export IMPL_worstSetupPathDepth=8
export IMPL_timing_critical_path_max_delay_family="buffers and inverters"
export IMPL_antenna_found_initial=0
export IMPL_holdWs_ns=0.450
export IMPL_chip_area_um2=11900
export IMPL_post_cts_resize_count=0
export IMPL_synth_chip_area_um2=5730
export IMPL_hold_path_class="reg -> reg"
export IMPL_synth_cell_area_um2=5730
export IMPL_hold_path_cell_count=2
export IMPL_htreeDepth=4
export IMPL_crit_type="in -> out"
export IMPL_cell_chosen_for_the_clock_root="sky130_fd_sc_hd__clkbuf_16"
export IMPL_detailroute_via_count=4456
export IMPL_endpoints_failing_setup=0
export IMPL_fraction_of_layout_cells_with_a_size_suffix_above_1_pct=14.4
export IMPL_postRouteAntennaNets=0
export IMPL_remaining_global_route_overflow=0
export IMPL_fmaxAchievable_mhz=132
export IMPL_post_dr_vias_cell=5.95
export IMPL_start_kind="input pin"
export IMPL_ys_types=28
export IMPL_end_kind="output pin"
export IMPL_worstMarginPinSlew_ns=0.725
export IMPL_max_cap_viol_count=0
export IMPL_slew_headroom_pct=51.7
export IMPL_clk_latency_ns=0.40
export IMPL_placeable_core_region_um2=11000
export IMPL_yosys_register_bits=128
export IMPL_result_of_the_run="finished, final reports clean"
export IMPL_stdcell_count=749
export IMPL_vdd_ir_drop_worst_mv=0.157
export IMPL_grt_setup_unrepaired="no"
export IMPL_synth_seq_share_pct=61.5
export IMPL_antenna_cells_inserted=0
export IMPL_grt_pass1_wl_um=23700
export IMPL_syn_mean_instance_area_um2=11.8
export IMPL_slack_of_the_critical_path_ns=3.55
export IMPL_detailedRoute_firstIterationViolations=243
export IMPL_port_buffers=122
export IMPL_layout_cell_area_excl_fill_um2=7670
export IMPL_die_y_um=109
export IMPL_power_per_cell_area_nw_per_um2=154
export IMPL_worstPathRequired_ns=8.88
export IMPL_timing_clock_skew_ns=0
export IMPL_cp_data_arrival_time_ns=5.33
export IMPL_clock_tree_buffer_depth=2
export IMPL_layout_top_cell_excl_fill_tap="sky130_fd_sc_hd__clkdlybuf4s50_1"
export IMPL_cpMaxStageDelayCell="sky130_fd_sc_hd__and3_1"
export IMPL_final_setup_tns_ns=0
export IMPL_dp_hpwl_um=8230
export IMPL_p_leak_nw=2.46
export IMPL_dp_slack_ns=3.56
export IMPL_clock_period_minus_final_worst_setup_slack_ns=7.55
export IMPL_floorplan_core_util_pct=52.2
export IMPL_post_cts_hold_buffer_count=0
export IMPL_critical_path_cell_chain="clkdlybuf4s50_1 -> or3_4 -> nor4_4 -> buf_4 -> and3_1 -> buf_4 -> a32o_1 -> clkdlybuf4s50_1"
export IMPL_most_numerous_logic_cells_after_layout="sky130_fd_sc_hd__clkdlybuf4s50_1 (121), sky130_fd_sc_hd__edfxtp_1 (96), sky130_fd_sc_hd__nand2_1 (62), sky130_fd_sc_hd__a21oi_1 (61), sky130_fd_sc_hd__nor2_1 (36)"
export IMPL_slew_violations=0
export IMPL_synth_yosys_num_cells=486
export IMPL_cp_num_buf_inv=4
export IMPL_final_core_utilization_pct=69.8
export IMPL_wire_per_inst_um=20.1
export IMPL_placedCellCount=717
export IMPL_groute_usage_overall_pct=28.9
export IMPL_ioPinCount=123
export IMPL_top_cells_by_area="sky130_fd_sc_hd__edfxtp_1 (50%), sky130_fd_sc_hd__dfxtp_1 (11%), sky130_fd_sc_hd__mux2_2 (6.3%)"
export IMPL_drt_first_pass_iters=4
export IMPL_critical_path_peak_fanout=33
export IMPL_drcViolationCount=0
export IMPL_syn2layout_area_growth_pct=33.9
export IMPL_cts_tree="built"
export IMPL_fillers=767
export IMPL_final_worst_path_cycle_share_pct=68.0
export IMPL_syn_inst=486
export IMPL_cts_buffers_inserted=17
export IMPL_floorplan_die_width_um=109
export IMPL_placement_rows=38
export IMPL_clk_pin_slew_ns=0.06
export IMPL_postRouteWirelength_um=15100
export IMPL_place_area_um2=7050
## registers in the layout (all words and copies together) (netlist names)
| signal | flops |
|---|---|
| mcause | 32 |
| mepc | 32 |
| mstatus | 32 |
| mtvec | 32 |
## routing by layer
metal  share of wire, %  global-route usage, %  up-vias  routed length (µm)
met1                 40                   43.4     2121                6060
met3                 11                   11.8       14                1590
met4               0.77                   3.57        0                 116
met2                 48                   44.1      252                7310
li1                   -                      -     2069                   -
met5                  0                      0        -                   0
## cell type report
class                           count  area, µm²  share of cell area (%)
Sequential cell                   128       3520                    45.9
Multi-Input combinational cell    312       2030                    26.4
Timing Repair Buffer              137       1330                    17.3
Clock buffer                       23        488                    6.36
Tap cell                          140        175                    2.28
Clock inverter                      9        130                    1.70
## power breakdown
part	switching [mW]	internal (mW)
registers	0.00279	0.527
clock network	0.193	0.377
logic	0.0397	0.0450
## synth_stat cells
| master | n |
|---|---|
| sky130_fd_sc_hd__nand2_1 | 62 |
| sky130_fd_sc_hd__nor4_4 | 1 |
| sky130_fd_sc_hd__nand4b_1 | 1 |
| sky130_fd_sc_hd__buf_2 | 10 |
| sky130_fd_sc_hd__and4b_1 | 1 |
| sky130_fd_sc_hd__buf_1 | 6 |
| sky130_fd_sc_hd__clkbuf_1 | 26 |
| sky130_fd_sc_hd__and4_1 | 1 |
| sky130_fd_sc_hd__and4bb_2 | 1 |
| sky130_fd_sc_hd__nor4_1 | 1 |
| sky130_fd_sc_hd__mux2_2 | 32 |
| sky130_fd_sc_hd__dfxtp_1 | 32 |
| sky130_fd_sc_hd__nand4_1 | 1 |
| sky130_fd_sc_hd__a21oi_1 | 61 |
| sky130_fd_sc_hd__a32o_1 | 32 |
| sky130_fd_sc_hd__edfxtp_1 | 96 |
| sky130_fd_sc_hd__o2bb2ai_1 | 32 |
| sky130_fd_sc_hd__nor2_1 | 37 |
| sky130_fd_sc_hd__o21ai_0 | 32 |
| sky130_fd_sc_hd__buf_6 | 1 |
| sky130_fd_sc_hd__buf_8 | 3 |
| sky130_fd_sc_hd__and4bb_1 | 1 |
| sky130_fd_sc_hd__or3_4 | 1 |
| sky130_fd_sc_hd__nor2b_1 | 3 |
| sky130_fd_sc_hd__and3_1 | 1 |
| sky130_fd_sc_hd__nand3b_1 | 1 |
| sky130_fd_sc_hd__nor3_1 | 9 |
| sky130_fd_sc_hd__o21bai_1 | 1 |
## logic make-up after synthesis
group	after synthesis	synth area share [%]
mux	32	6.29
compound gates	158	18.7
buf+inv	46	3.95
flops	128	61.5
simple gates	122	9.54
## worst paths after layout
| path | startpoint | to |
|---|---|---|
| setup / recovery | craddr[5] | crdata[8] |
| hold reg to reg | mcause[2] | mcause[2] |
| hold / removal | mcause[2] | mcause[2] |
| setup reg to reg | mcause[3] | mcause[3] |
## worst reg2reg max path: stages (launching register included)
cell and delay (ns):
sky130_fd_sc_hd__dfxtp_1 0.31, sky130_fd_sc_hd__nor3_1 0.22, sky130_fd_sc_hd__nor2_1 0.07
Power is estimated from default activity; no workload was simulated.
