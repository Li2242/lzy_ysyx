File: design/flow/run.sh
#!/bin/bash
# OpenROAD 26Q1-2900-gdf79404cd8, Yosys 0.63+post, stock flow scripts
make -C /OpenROAD-flow-scripts/flow DESIGN_CONFIG=/design/flow/config.mk WORK_HOME=/design/flow/orfs finish
File: design/flow/config.mk
export PLATFORM = sky130hd
export DESIGN_NAME = alu
export DESIGN_NICKNAME = alu
export VERILOG_FILES = /design/flow/design.v
export SDC_FILE = /design/flow/constraint.sdc
export NUM_CORES = 4
export LEC_CHECK = 1
export CORE_UTILIZATION = 40
File: design/flow/constraint.sdc
current_design alu

set clk_period 25.5
set clk_io_pct 0.2

create_clock -name clk0 -period $clk_period

set non_clock_inputs [all_inputs -no_clocks]
set_input_delay [expr $clk_period * $clk_io_pct] -clock clk0 $non_clock_inputs
set_output_delay [expr $clk_period * $clk_io_pct] -clock clk0 [all_outputs]
File: design/flow/design.v
module alu(
    input[31:0] src1,
	input[31:0] src2,
    input[11:0]  alu_op,
    output[31:0] alu_result
);
wire add;
wire sltu;
wire bne;
wire xor0;
wire or0;
wire sub;
wire sra;
wire sll;
wire and0;
wire slt;
wire beq;
wire srl;
assign add  = alu_op[0];
assign sltu = alu_op[1];
assign bne  = alu_op[2];
assign xor0 = alu_op[3];
assign or0  = alu_op[4];
assign sub  = alu_op[5];
assign sra  = alu_op[6];
assign sll  = alu_op[7];
assign and0 = alu_op[8];
assign slt  = alu_op[9];
assign beq  = alu_op[10];
assign srl  = alu_op[11];
wire [31:0] add_sub_result;
wire [31:0] sltu_result;
wire [31:0] bne_result;
wire [31:0] xor_result;
wire [31:0] or_result;
wire [31:0] sra_result;
wire [31:0] sll_result;
wire [31:0] and_result;
wire [31:0] slt_result;
wire [31:0] beq_result;
wire [31:0] srl_result;
wire [31:0] adder_a;
wire [31:0] adder_b;
wire        adder_cin;
wire [31:0] adder_result;
wire        adder_cout;
assign adder_a   = src1;
assign adder_b   = (sltu | bne | sub | slt | beq) ? ~src2 : src2;
assign adder_cin = (sltu | bne | sub | slt | beq) ? 1'b1  : 1'b0;
assign {adder_cout , adder_result} = {1'b0,adder_a} + {1'b0,adder_b} + {32'b0,adder_cin};
assign add_sub_result = adder_result;
assign sltu_result[31:1] = 31'b0;
assign sltu_result[0] = ~adder_cout;
assign slt_result[31:1] = 31'b0;
assign slt_result[0]    = (src1[31] != src2[31]) ? src1[31] : adder_result[31];
assign bne_result[31:1] = 31'b0;
assign bne_result[0]    = |add_sub_result;
assign beq_result[31:1] = 31'b0;
assign beq_result[0] = ~(|add_sub_result);
assign xor_result = src1 ^ src2;
assign or_result  = src1 | src2;
assign and_result = src1 & src2;
assign sra_result = $signed(src1) >>> src2[4:0];
assign sll_result = src1 << src2[4:0];
assign srl_result = src1 >> src2[4:0];
assign alu_result = ({32{add | sub}}  & add_sub_result)
                  | ({32{sltu}}       & sltu_result)
			  	  | ({32{bne}}        & bne_result)
			  	  | ({32{xor0}}       & xor_result)
			  	  | ({32{or0}}        & or_result)
			  	  | ({32{sra}}        & sra_result)
			  	  | ({32{sll}}        & sll_result)
			  	  | ({32{and0}}       & and_result)
			  	  | ({32{slt}}        & slt_result)
			  	  | ({32{beq}}        & beq_result)
			  	  | ({32{srl}}        & srl_result);
endmodule
==> run summary <==
Figures from the flow reports.

Pwr:
- The run gives the total internal power as 86.0 uW.
- The run gives the net switching fraction of the power as 62.2%.
- The run puts the areal power density over the cells at between 20 and 30 nW/um^2.
- For this design the static power due to leakage is 3.66 nW.
- Summed over all nets, the switching power comes to between 100 and 150 uW.
- IR analysis of the VDD net gives a maximum drop of 0.0122 mV.
- Total power for the finished layout comes to 227 uW.
- The run gives the share of total power in the clock network as 0%.
- Of the total power, combinational logic draws 100.0%.
- The power report attributes to the sequential group a share of 0%.

Placement:
- The run gives the number of input and output port buffers inserted as around 110.
- The run puts the count of placed standard cells including taps at ~1400.
- The run gives the pre-CTS setup slack as 10.19 ns.
- The final weighted congestion recorded by global placement is ~1.0.
- Once placement finished, the instance area stood at 8700 sq um.
- The run gives the placed wire-length estimate after detailed placement as 29.1 mm.

Setup path:
- Looking at the setup timing report, the critical path kind is in2out.
- The run gives the type of origin of the critical path as a primary input.
- The run gives the nature of the critical path endpoint as an output port.
- The run puts the maximum fanout along the worst path at 14.
- The run gives the data arrival time of the critical path as 10.26 ns.
- The run puts the required arrival time at the worst endpoint at 20.40 ns.

Drt:
- The run gives the detailed-route wire length per cell as between 20 and 25 um.
- The run puts the total via count after detailed routing at 9284.
- The run puts the iteration tally of the first detailed-router pass at 6.
- The run gives the DRC violation count after routing as 0.
- The run gives the count of nets left with antenna violations after detail routing as 0.
- 0 antenna diodes ended up in the layout.
- The detailed router finished its first iteration with between 900 and 1000 violations.
- The run gives the per-cell via count in the routed design as 6.41.
- Per the detailed-route log, wirelength across all metal layers totals approximately 36 mm.

Layout:
- The run puts the clock buffer instance count of the final layout at 0.
- Per the layout area report, the register area comes to 0 sq um.
- From synthesis to final layout, the design area changed by 15.2%.
- Once layout is complete, the cells apart from fillers number between 1000 and 1500.
- The finished layout reports a core utilization of 47.8%.
- In the final layout, the fill cell count is 1910.
- The run gives the area of the multi-input gates as 6950 sq um.
- The run gives the final instance area as between 8000 and 9000 sq um.
- The run gives the count of sequential standard cells as 0.
- The run gives the layout cell share with drive strength beyond 1 as 4.51%.

GRT:
- Global routing consumed, over all layers together, between 30% and 40% of the routing resources.
- The via count of the first global-routing pass came to 8580.
- The run gives the number of antenna violations at the first check in global routing as 1.
- For this run the aggregate overflow at the end of global routing stands at 0.
- Entering global routing, the biggest net connects 64 pins.
- The run gives the first-pass GRT wire length as 53.6 mm.

Logic synthesis:
- The run gives the combined area of all synthesized cells as 7560 sq um.
- The largest total area in the synthesized netlist belongs to ha_1.
- Yosys attributes the largest share of cell area to ha_1, o21ai_0, mux2i_1.
- The run puts the sequential-to-total area share from yosys stat at 0%.
- The run puts the synthesized area per cell at 6.40 sq um.
- The run puts the total number of yosys warnings at 0.
- The run puts the synthesized instance count at 1180.
- The run gives the post-synth area from yosys stat as 7560 sq um.
- The synthesized design devotes to its leading area cell type approximately 16% of total area.
- The synthesis stats list as the most numerous cell o21ai_0.
- Synthesis instantiated 76 different standard cells from the library.
- The run gives the cell count in the Yosys report as between 1000 and 1500.
- Counting instances in the post-synthesis netlist gives the leading cell types as o21ai_0, nand2_1, nor2_1.

Timing:
- Setup repair after global routing left no endpoint under its margin.
- The final layout reports a setup TNS of 0 ns.
- The run puts the highest clock rate at between 60 and 70 MHz.
- The run gives the worst setup slack after layout as a little over 10 ns.
- Counting pins that exceed their max-slew limit in the final report gives 0.
- The run gives the final-report setup violation count as 0.
- The run gives the final critical path time including I/O delays and setup as 15.36 ns.
- Hold-check failures listed in the final report amount to 0.
- The run puts the worst relative slew slack at 33.6%.
- The run puts the post-route worst hold slack at 11.28 ns.
- The run gives the post-layout period usage of the worst path as 60.2%.
- At the pin with the least slew margin, the transition time is just under 1 ns.

Hold path:
- The run gives the worst hold path endpoint as alu_result[0].
- The run gives the number of cells traversed by the worst hold path as 4.
- The worst hold path begins at alu_op[10].
- The run gives the path category of the worst min-delay check as in2out.

Clock network:
- After clock tree synthesis, the setup repair step added 0 buffers.
- The run puts the quantity of hold-fixing buffers added after cts at 0.
- The run gives the quantity of gates resized following cts as 0.

Job:
- Across all stage logs, warnings added up to 67.
- The run gives the number of maximum-capacitance constraint violations as 0.

Floorplan:
- The run gives the starting utilization of the core area as 41.5%.
- The run puts the chip width at 139 um.
- The run puts the I/O pin count at 108.
- The chip occupies between 15000 and 20000 sq um.
- After floorplanning, the core was divided into a little under 50 placement rows.
- The floorplan step set the die height to 139 um.
- The run puts the area of the core at 18200 sq um.

Run status:
- The run finished with clean final reports.
[power by group through the flow]
| stage | clock network, mW | registers [mW] | logic [mW] |
|---|---|---|---|
| global route | 0 | 0 | 0.244 |
| finish | 0 | 0 | 0.227 |
| CTS | 0 | 0 | 0.221 |
[critical path, stage by stage]
cell and delay, ns:
clkdlybuf4s50_1 0.47, nor4_4 0.42, nor2b_4 0.50, xnor2_1 0.19, fa_1 0.44, a211oi_2 0.27
and4bb_1 0.24, o31ai_2 0.30, and2_1 0.23, mux2i_1 0.08, a2111oi_0 0.85, nand2_1 0.19
nor4_2 0.26, nand4_1 0.13, nand3b_1 0.11, clkdlybuf4s50_1 0.47
[final cells by class]
cell class         instances  share of cell area, %
well taps                229                   3.29
multi-input cells       1019                   79.8
repair buffers           124                   13.6
inverters                 76                   3.28
[layout by cell type, fill, tap and decap left out, types with 11 or more instances in the layout]
master,Yosys,routed
nand3_1,21,21
o2111ai_1,11,11
buf_4,0,16
mux2_2,12,12
inv_1,72,72
ha_1,98,98
mux2i_1,66,66
nand2_1,137,137
o21ai_0,141,141
nor3_1,21,21
a21o_1,12,12
nor2_1,107,107
nand4_1,14,14
a211oi_1,22,22
o211ai_1,23,23
clkdlybuf4s50_1,0,105
o221ai_1,11,11
a21oi_1,95,95
xnor2_1,41,41
[layer usage]
| layer | routed length [um] | vias up | GRT usage, % | part of all wire (%) |
|---|---|---|---|---|
| li1 | - | 4414 | - | - |
| met1 | 16500 | 4261 | 55.7 | 45 |
| met2 | 14900 | 534 | 53.1 | 41 |
| met3 | 3680 | 73 | 7.75 | 10 |
| met4 | 1170 | 2 | 10.5 | 3.2 |
| met5 | 9 | - | 0 | 0.025 |
[how the worst max path moves through the flow]
stage,from,end,slack [ns],cells after the start
after CTS,alu_op[5],alu_result[0],10.15,16
final,alu_op[5],alu_result[0],10.14,16
after global routing,alu_op[5],alu_result[0],9.81,16
[cells by family (layout without fill, tap and decap cells)]
family	count (synthesis)	after routing	share of synthesized area (%)
AND-OR/OR-AND	427	427	36.0
XOR/XNOR	51	51	5.91
adder cells (fa/ha/maj)	99	99	16.5
buffers and inverters	161	200	8.20
multiplexers	81	81	11.4
AND/OR/NAND/NOR	361	361	22.0
Power is estimated from default activity; no workload was simulated.
