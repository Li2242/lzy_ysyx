==> ./design.v <==
module RegisterFile #(ADDR_WIDTH = 5, DATA_WIDTH = 32) (
  input wire clk,
  input wire wen,
  input wire [ADDR_WIDTH-1:0] waddr,
  input wire [DATA_WIDTH-1:0] wdata,
  input  wire[ADDR_WIDTH-1:0] raddr1,
  output wire[DATA_WIDTH-1:0] rdata1,
  input  wire[ADDR_WIDTH-1:0] raddr2,
  output wire[DATA_WIDTH-1:0] rdata2
);
reg [DATA_WIDTH-1:0] rf [2**ADDR_WIDTH-1:0];
assign rdata1 = (raddr1 == 5'b0) ? 32'b0 : rf[raddr1];
assign rdata2 = (raddr2 == 5'b0) ? 32'b0 : rf[raddr2];
always @(posedge clk) begin
	if(wen && waddr!=5'b0) rf[waddr] <= wdata;
end
endmodule
==> ./run.sh <==
#!/bin/bash
# OpenROAD 26Q1-2900-gdf79404cd8, Yosys 0.63+post, stock flow scripts
make -C /OpenROAD-flow-scripts/flow DESIGN_CONFIG=/design/flow/config.mk WORK_HOME=/design/flow/orfs finish
==> ./config.mk <==
export PLATFORM = sky130hd
export DESIGN_NAME = RegisterFile
export DESIGN_NICKNAME = RegisterFile
export VERILOG_FILES = /design/flow/design.v
export SDC_FILE = /design/flow/constraint.sdc
export NUM_CORES = 4
export LEC_CHECK = 1
export CORE_UTILIZATION = 40
==> ./constraint.sdc <==
current_design RegisterFile

set clk_period 7.4
set clk_io_pct 0.2

create_clock -name clk0 -period $clk_period [get_ports {clk}]

set non_clock_inputs [all_inputs -no_clocks]
set_input_delay [expr $clk_period * $clk_io_pct] -clock clk0 $non_clock_inputs
set_output_delay [expr $clk_period * $clk_io_pct] -clock clk0 [all_outputs]
==> summary.txt <==
impl run done, here's what came out: run status=finished, final reports clean, largest net degree at the start of global routing=81, crit path cell chain=buf_8, buf_4, nor2b_4, buf_4, a221oi_1, a211oi_1, clkdlybuf4s50_1, RSZ-0062 raised after global routing=false, TritonCTS clock tree=built, Crit Path Class=input port to primary output, clock sink count=1,024, CP Capture Type=primary output, Synth Instances=2,564, leakage=17.7 nW, max-cap violations=0, Synth area leader=edfxtp_1, Die Size=0.121 mm^2, yosys stat chip area=0.0479 mm^2, Ys Warns=1, crit path max-delay cell type=buf_4, period utilization=86.8%, first-pass GRT wire length=220,000 um, worst hold path depth=2, CTS buffer count=105, ANT nets after route=0, # resized after CTS=0, critical path's top delay family=buffers and inverters, grt met2 use=39.5%, design area=0.0548 mm^2, Die Y=348 um, Pre-Repair DR Iteration Count=5, DR DRC count=0, Worst-Margin Slew=1.02 ns, WP depth=7, buffers added on ports=112, FP Rows=126, Arr. time, crit path=4.94 ns, FP Util=40.5%, Vias=28,200, worst vdd ir=180 uV, top post-synthesis cells by count=1,024 x edfxtp_1, 320 x mux2i_1, 316 x mux4_2, predominant post-synthesis flop cell=edfxtp_1, most common cell in the netlist=edfxtp_1, Placement Cell Area=0.0514 mm^2, yosys stat cell total=2,564, Top-area cell share=64.2%, asr flop ratio synth=0%, number of I/O pins=113, met3 Use GR=23.7%, busiest grt layer=met2, Placed Cells=4,231, clock slew at reported path FFs=0.06 ns, DR iter-0 viols=1,750, P&R area growth vs syn=14.4%, Worst setup SP type=input port, distinct lib cells=39, GR Overflow Total=0, Hold-fix buffers, CTS=0, root buf cell=clkbuf_16, initial antenna violation count=1, Slew Viols, Final=0, CORE AREA=0.118 mm^2, fin crit period=6.42 ns, registers with the most flip-flops=rf: 1024 flops, Die X=348 um, top cells, area=edfxtp_1 64%, mux4_2 15%, mux2i_1 6.7%, grt met1 use=31.9%, CP max stage delay=0.69 ns, most used cell, CP=buf_4, number of hold violations in the final report=0, WP data required=5.92 ns, GPL Wtd Cong=0.869, CP max FO=68, flip-flops with a built-in enable=1,024, worst hold-check path type=input port to flip-flop, Seq share, synth=64.2%, per-cell routed wire length=34.7 um, Fin Setup TNS=0 ns, HPWL Detailed=89,100 um, via/cell ratio=6.37, Max Root-Sink Buffers=3, Final setup viols=0, Biggest register=rf, number of global-route vias before repair=31,400, post-CTS setup buffers=0, proportion of layout cells with a drive suffix above 1=27.0%, Finished Layout Cells=4,427, Synth flops=1,024, Peak Freq=156 MHz, Critical path buffers and inverters=4, post-synthesis average cell area=18.7 um^2, power density cells=237 mW/mm^2, tool warnings=26, flip-flop count of the largest register after layout=1,024, post-synth design cell area=0.0479 mm^2, WL final=154,000 um, max_slew headroom=32.1%, Tot GR Track Use=28.1%, H-tree Lvls=3
layer usage:
metal  vias up  part of all wire (%)
met2      2288                    45
met1     14200                    31
met3       377                    19
li1      11400                     -
met5         -                  0.17
met4         6                   4.1
layout by cell type (no fill, tap or decap), types with 23 or more instances in the layout:
master / count
mux2i_1: 320
o21ai_0: 50
a21oi_1: 32
a311oi_1: 32
nor2_4: 33
nand2_1: 85
clkbuf_16: 107
conb_1: 32
clkinv_2: 23
mux2_2: 64
buf_4: 135
a211oi_1: 53
a221oi_1: 38
mux4_1: 36
nand4_1: 32
o221ai_1: 64
clkinv_1: 23
a22oi_1: 64
clkdlybuf4s50_1: 102
nor2b_1: 32
mux4_2: 316
edfxtp_1: 1024
area by class of cell:
type	instances	area (um^2)
fill	9560	63600
sequential	1024	30700
multi-input combinational	1354	16400
clock buffer	125	2750
timing repair buffer	251	2230
tap	1600	2000
clock inverter	70	663
inverter	2	8.76
antenna	1	2.50
final timing paths:
kind | startpoint | end | slack, ns
worst max-delay path | raddr2[2] | rdata2[15] | 0.98
worst min-delay path | wdata[24] | rf[27][24]$_DFFE_PP_ | 1.61
cell families after synthesis:
kind of cell | synth area share, %
multiplexers | 25.0
other | 0.00783
AND/OR/NAND/NOR | 2.18
buffers and inverters | 2.44
AND-OR/OR-AND | 6.15
flip-flops | 64.2
where the power goes:
part	switching (mW)	internal [mW]	leakage [nW]
logic	0.683	0.497	6.82
registers	0.0350	6.47	9.25
clock network	2.22	3.06	1.66
through the flow:
stage / power (mW) / util (%) / setup slack [ns] / hold WS [ns]
5_1_grt: 13.3 / 46.3 / 0.965 / 1.63
6_report: 13.0 / 46.3 / 0.977 / 1.61
3_3_place_gp: 7.78 / 43.4 / 0.944 / 2.30
4_1_cts: 13.0 / 46.3 / 1.05 / 1.58
2_1_floorplan: 7.27 / - / 3.03 / 1.58
3_5_place_dp: 7.80 / 43.4 / 1.07 / 2.31
Power and IR drop assume default switching activity.
